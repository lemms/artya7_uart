## design/flow/run.sh

```bash
#!/bin/bash
# OpenROAD 26Q1-2900-gdf79404cd8, Yosys 0.63+post, stock flow scripts
make -C /OpenROAD-flow-scripts/flow DESIGN_CONFIG=/design/flow/config.mk WORK_HOME=/design/flow/orfs finish
```

## design/flow/config.mk

```make
export PLATFORM = sky130hd
export DESIGN_NAME = uart
export DESIGN_NICKNAME = uart
export VERILOG_FILES = /design/flow/design.v
export SDC_FILE = /design/flow/constraint.sdc
export NUM_CORES = 4
export LEC_CHECK = 1
export CORE_UTILIZATION = 30
```

## design/flow/constraint.sdc

```tcl
current_design uart

set clk_period 2.2
set clk_io_pct 0.2

create_clock -name clk0 -period $clk_period [get_ports {clk}]

set non_clock_inputs [all_inputs -no_clocks]
set_input_delay [expr $clk_period * $clk_io_pct] -clock clk0 $non_clock_inputs
set_output_delay [expr $clk_period * $clk_io_pct] -clock clk0 [all_outputs]
```

## design/flow/design.v

```verilog
`timescale 1ns / 1ps
module uart(
    input clk,
    input reset,
    input send_btn,
    input uart_txd_in,
    output led0_b,
    output led0_r,
    output uart_rxd_out
    );
parameter read_idle = 1'd0;
parameter read_recv = 1'd1;
parameter write_idle = 2'd0;
parameter write_start = 2'd1;
parameter write_bits = 2'd2;
parameter write_end = 2'd3;
parameter uart_offset = 16'd5210;
parameter uart_len = 16'd10420;
parameter c_H = 8'h48;
parameter c_d = 8'h64;
parameter c_e = 8'h65;
parameter c_l = 8'h6C;
parameter c_o = 8'h6F;
parameter c_r = 8'h72;
parameter c_w = 8'h77;
parameter c_CR = 8'h0D;
parameter c_EXCLAMATION = 8'h21;
parameter c_LF = 8'h0A;
parameter c_SPACE = 8'h20;
parameter string_end = 5'd13;
reg read_state_reg;
reg led0_b_r;
reg led0_r_r;
reg [1:0] write_state_reg;
reg [15:0] clock_counter;
reg clock_trigger;
reg [3:0] send_bit;
reg [7:0] send_char;
reg [7:0] send_string [13:0];
reg [4:0] send_index;
reg uart_rxd_out_r;
assign led0_b = led0_b_r;
assign led0_r = led0_r_r;
assign uart_rxd_out = uart_rxd_out_r;
always @(posedge clk or posedge reset)
begin
    if (reset)
        begin
            clock_counter <= 16'd0;
        end
    else
        begin
            if (clock_counter == uart_len)
                begin
                    clock_trigger <= 1'd1;
                    clock_counter <= 16'd0;
                end
            else
                begin
                    clock_trigger <= 1'd0;
                    clock_counter <= clock_counter + 1;
                end
        end
end
always @(posedge clk or posedge reset)
begin
    if (reset)
        begin
            write_state_reg <= write_idle;
            send_bit <= 4'd0;
            send_string[0] <= c_H;
            send_string[1] <= c_e;
            send_string[2] <= c_l;
            send_string[3] <= c_l;
            send_string[4] <= c_o;
            send_string[5] <= c_SPACE;
            send_string[6] <= c_w;
            send_string[7] <= c_o;
            send_string[8] <= c_r;
            send_string[9] <= c_l;
            send_string[10] <= c_d;
            send_string[11] <= c_EXCLAMATION;
            send_string[12] <= c_CR;
            send_string[13] <= c_LF;
            send_index <= 5'd0;
            send_char <= send_string[5'd0];
        end
    else if (clock_trigger)
        begin
            case (write_state_reg)
                write_idle:
                    begin
                        send_index <= 5'd0;
                        send_char <= send_string[5'd0];
                        uart_rxd_out_r <= 1'b1;
                        if (send_btn)
                            write_state_reg <= write_start;  
                    end
                write_start:
                    begin
                        send_bit <= 4'd0;
                        uart_rxd_out_r <= 1'b0;  
                        write_state_reg <= write_bits;  
                    end
                write_bits:
                    begin
                        if (send_bit == 4'd7)  
                            begin
                                uart_rxd_out_r <= send_char[send_bit];  
                                write_state_reg <= write_end;  
                            end
                        else
                            begin
                                uart_rxd_out_r <= send_char[send_bit];  
                                send_bit <= send_bit + 1;
                            end
                    end
                write_end:
                    begin
                        uart_rxd_out_r <= 1'b1;  
                        send_index <= send_index + 1;
                        send_char <= send_string[send_index + 1];  
                        if (send_index == string_end)
                            write_state_reg <= write_idle;  
                        else
                            write_state_reg <= write_start;  
                    end
            endcase
        end
end
always @(posedge clk or posedge reset)
begin
    if (reset)
        read_state_reg <= read_idle;
    else
        if (read_state_reg == read_idle && ~uart_txd_in)
            read_state_reg <= read_recv;
end
always @(posedge clk or posedge reset)
begin
    if (reset)
        begin
            led0_b_r <= 1'b0;
            led0_r_r <= 1'b1;
        end
    else
        begin
            if (read_state_reg == read_idle)
                begin
                    led0_b_r <= 1'b0;
                    led0_r_r <= 1'b1;
                end
            else if (read_state_reg == read_recv)
                begin
                    led0_b_r <= 1'b1;
                    led0_r_r <= 1'b0;
                end
        end
end
endmodule
```

==> CHANGELOG.md <==
## Implementation

* Routed length per instance at 13.4 µm
* Post-synthesis instance area at 2350 µm²
* Cts repair resizes at 0
* Avg Vias per Cell at approximately 5.0
* DRC violations left at 0
* Summed standard-cell area reported by yosys at 2350 µm²
* Worst hold path stage count at 0
* Startpoint class of the critical path: flip-flop
* # Cells Yosys at 243
* Total Neg Setup Slack at 0 ps
* Number of buffers created by CTS at 5
* Number of synthesized flops with an enable pin at 2
* TritonCTS clock tree: done
* FF-to-FF path depth at 6
* Pin count of the biggest net entering global routing at 27
* Maximum count of clock buffers along a single path at 2
* Number of ports placed on the die boundary at 7
* Cts-stage hold buffer count at 0
* Top non-seq family: simple AND/OR/NAND/NOR gates
* Area grow syn2layout at 10.7%
* CP bufs+invs at 0
* Buffers added on ports at 6
* Global Route Usage Sum at 0.125
* Postcts setup bufs at 0
* Clock net sink count at between 40 and 50
* Required time at the worst-slack endpoint at 2430 ps
* Leading register cell type out of synthesis: sky130_fd_sc_hd__dfrtp_1
* Tally of max-capacitance violations at 0
* Share of synthesized area spent on multiplexers at 0.0181
* Adder-cell share of the synthesized area at 0.0425
* Antenna violations before repair at 0
* Synth flops at 41
* Pwr Density at 628 nW/µm²
* Launch instance of the worst register-to-register path: send_index[0]
* Number of flip-flops under the largest register name at 16
* Async set-or-reset flop fraction in the synthesized netlist at 0.951
* Total overflow reported by the global router at 0
* Hold Path Origin: read_state_reg
* Worst skew pair latency at 290 ps
* Sequential element share of the synthesized area at 0.442
* Xor/xnor share at 0.0733
* Crit path time final at 1960 ps
* Run status: finished clean
* Endpoint of the lowest-slack register-to-register path: send_char[6]
* Top flop regs: clock_counter: 16 flops, send_char: 7 flops, send_index: 5 flops
* And+or+nand+nor area frac at 0.228
* Register clock-pin slew on the reported worst setup and hold paths at 80 ps
* Placement row count at 31
* Die Span X at 90.6 µm
* Total via count in the routed design at around 1800
* Tally of filler cells in the layout at 734
* Post-synthesis cell count at between 200 and 250
* YS warnings at 3
* RSZ-0062 raised after global routing: false
* Peak VDD IR at 0.229 mV
* Detail Placement HPWL at roughly 3300 µm
* Cell type with the highest aggregate area in the netlist: sky130_fd_sc_hd__dfrtp_1
* Fp util at 0.318
* Worst path max stage delay at 600 ps
* Finished Layout Cells at 354
* Number of placed instances with taps included at 346
* Largest driver fanout on the critical path at 16
* Weighted congestion at the end of routability-driven global placement at 0.923
* Critical path endpoint category: flip-flop
* Static power due to leakage at 0.00107 µW
* Class of the most critical setup path: reg -> reg
* Final count of hold timing violations at 0
* # setup viols final at 0
* Count of distinct cell types in the synthesized netlist at roughly 58
* Average cell area after synthesis at 9.69 µm²
* Cell breakdown of the critical path: ha_1 > nand2_1 > o21ai_0 > a211oi_2 > o21ai_1 > o32a_1
* Final Skew at between 6 and 7 ps
* Global-route wire length before repair at roughly 8300 µm
* Drt initial violations at 158
* Number of OpenROAD warnings at 30
* Cell at the root of the clock tree: sky130_fd_sc_hd__clkbuf_8
* CP Data Arrival Time at 2190 ps
* Path category of the worst min-delay check: reg -> reg
* Core Box Area at 7410 µm²
* Antenna cell count at 0
* Register with the most flip-flops: clock_counter
* Slack of the worst reg-to-reg path at 240 ps
* Post-DRT Antenna Nets at 0
* Drt pass-1 iters at 4
* Max-slew headroom at the worst pin at 0.545
* Area fraction in compound gates at 0.150
* Depth of the CTS H-tree at 2
* Worst path top cell family by delay: adder cells
* Via count of the first global-routing pass at 1725
* Share of the synthesized area in the top cell type at 0.372
* Cell with the largest stage delay on the worst path: sky130_fd_sc_hd__ha_1
* Fin. max-slew vios at 0
* Slew of the pin with the lowest slew margin at 678 ps
* Overall routed net length at around 4700 µm
* Fraction of layout instances using a drive strength above 1 at 0.129
* Top post-synthesis cells by area: sky130_fd_sc_hd__dfrtp_1, sky130_fd_sc_hd__nand2_1, sky130_fd_sc_hd__dfstp_2, sky130_fd_sc_hd__ha_1, sky130_fd_sc_hd__xnor2_1
* Max Clk Rate at ~500 MHz
* Die Area at 8210 µm²
* Post-route clock period utilization at 0.889
* Chip Height at between 90 and 100 µm
* Destination of the worst hold path: led0_b_r
## cell type report
class                   count  area, µm²  share of cell area
inverters                  11       41.3              0.0158
clock inverters             2       13.8             0.00528
flip-flops and latches     41       1040               0.399
clock buffers               6       82.6              0.0317
repair buffers             11       97.6              0.0374
well taps                  99        124              0.0475
multi-input cells         184       1210               0.463
## power by group
part           switching [µW]  internal (µW)  total [µW]
combinational             111            120         231
clock                     268            254         523
sequential               69.8            814         883
total                     449           1190        1640
## worst max path at each step
stage / startpoint / to / slack (ps) / cells after the start
4_1_cts: send_index[0] / send_char[6] / 290 / 7
5_1_grt: send_index[0] / send_char[0] / 50 / 5
6_report: send_index[0] / send_char[6] / 240 / 6
## cell families after synthesis
family,Yosys count
AND-OR/OR-AND,52
XOR/XNOR,18
adder cells (fa/ha/maj),8
buffers and inverters,18
flip-flops,41
multiplexers,3
AND/OR/NAND/NOR,103
## cell usage in the layout, fill, tap and decap left out, drive strengths merged, types with 2 or more instances in the layout
| cell | netlist | routed |
|---|---|---|
| a22o | 5 | 5 |
| nor3 | 5 | 5 |
| a221o | 2 | 2 |
| buf | 3 | 5 |
| a21oi | 7 | 7 |
| nor2 | 21 | 21 |
| clkdlybuf4s50 | 0 | 6 |
| o22ai | 2 | 2 |
| nor2b | 4 | 4 |
| nand2b | 2 | 2 |
| xnor2 | 12 | 12 |
| a22oi | 2 | 2 |
| and2 | 2 | 2 |
| ha | 8 | 8 |
| o21ai | 19 | 19 |
| nand4 | 4 | 4 |
| xor2 | 6 | 6 |
| nand3b | 2 | 2 |
| nor4 | 2 | 2 |
| inv | 11 | 11 |
| clkinv | 0 | 2 |
| nand3 | 15 | 15 |
| clkbuf | 4 | 6 |
| dfrtp | 35 | 35 |
| a211oi | 4 | 4 |
| edfxtp | 2 | 2 |
| and3 | 2 | 2 |
| nand2 | 37 | 37 |
| o211ai | 2 | 2 |
| mux2i | 2 | 2 |
| dfstp | 4 | 4 |
## cells in the mapped netlist (2+ instances only)
cell,instances
sky130_fd_sc_hd__nor2b_1,4
sky130_fd_sc_hd__nand3_1,15
sky130_fd_sc_hd__o21ai_0,16
sky130_fd_sc_hd__inv_1,10
sky130_fd_sc_hd__a22oi_1,2
sky130_fd_sc_hd__nand4_1,3
sky130_fd_sc_hd__a21oi_1,7
sky130_fd_sc_hd__nand3b_1,2
sky130_fd_sc_hd__dfrtp_1,35
sky130_fd_sc_hd__nand2_1,36
sky130_fd_sc_hd__a221o_1,2
sky130_fd_sc_hd__xor2_1,6
sky130_fd_sc_hd__and3_1,2
sky130_fd_sc_hd__ha_1,8
sky130_fd_sc_hd__clkbuf_1,2
sky130_fd_sc_hd__xnor2_2,2
sky130_fd_sc_hd__nor3_1,4
sky130_fd_sc_hd__mux2i_1,2
sky130_fd_sc_hd__buf_6,2
sky130_fd_sc_hd__dfstp_2,4
sky130_fd_sc_hd__edfxtp_1,2
sky130_fd_sc_hd__a211oi_2,2
sky130_fd_sc_hd__clkbuf_8,2
sky130_fd_sc_hd__a22o_1,5
sky130_fd_sc_hd__nor2_1,21
sky130_fd_sc_hd__o211ai_1,2
sky130_fd_sc_hd__o22ai_1,2
sky130_fd_sc_hd__o21ai_1,3
sky130_fd_sc_hd__a211oi_1,2
sky130_fd_sc_hd__xnor2_1,10
## layer usage
metal | part of all wire | track usage | up-vias
li1 | - | - | 885
met1 | 0.55 | 0.206 | 856
met2 | 0.42 | 0.177 | 19
met3 | 0.021 | 0.0222 | 6
met4 | 0.012 | 0.0228 | 0
met5 | 0 | 0 | -
## stage by stage
stage / area, µm² / hold WS, ps / total power [µW] / utilization / setup slack (ps)
after floorplan: 2350 / 354 / 1060 / - / 494
final: 2610 / 380 / 1640 / 0.352 / 244
after detailed placement: 2510 / 364 / 1130 / 0.339 / 291
after CTS: 2610 / 384 / 1660 / 0.352 / 293
after global routing: 2610 / 410 / 1730 / 0.352 / 47.5
after global placement: 2510 / 358 / 1130 / 0.339 / 303
Power and IR drop assume default switching activity.
